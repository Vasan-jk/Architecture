<file path="flow/design.v">
module ram(
    input clk,
    input write_enable,
    input [3:0]address,
    input [7:0]data_in,
    output reg [7:0]data_out
);
reg [7:0]ram_block[0:15];
always @(posedge clk) begin
        if(write_enable)
            ram_block[address] <= data_in;
        else
            data_out <= ram_block[address];
end
endmodule
</file>
<file path="flow/run.sh">
#!/bin/bash
# OpenROAD 26Q1-2900-gdf79404cd8, Yosys 0.63+post, stock flow scripts
make -C /OpenROAD-flow-scripts/flow DESIGN_CONFIG=/design/flow/config.mk WORK_HOME=/design/flow/orfs finish
</file>
<file path="flow/config.mk">
export PLATFORM = sky130hd
export DESIGN_NAME = ram
export DESIGN_NICKNAME = ram
export VERILOG_FILES = /design/flow/design.v
export SDC_FILE = /design/flow/constraint.sdc
export NUM_CORES = 4
export LEC_CHECK = 1
export CORE_UTILIZATION = 30
</file>
<file path="flow/constraint.sdc">
current_design ram

set clk_period 3.6
set clk_io_pct 0.2

create_clock -name clk0 -period $clk_period [get_ports {clk}]

set non_clock_inputs [all_inputs -no_clocks]
set_input_delay [expr $clk_period * $clk_io_pct] -clock clk0 $non_clock_inputs
set_output_delay [expr $clk_period * $clk_io_pct] -clock clk0 [all_outputs]
</file>
==> out/metrics.yaml <==
power:
  report.power.total_uw: 3860
  pleak_uw: 0.00203
  power_density_nw_per_um2: 609
  vdd_ir_drop_max_mv: 0.365
logic_synthesis:
  count_of_distinct_cell_types_in_the_synthesized_netlist: 18
  mappedNetlistArea_um2: 5150
  xor_area_share_pct: 0
  synth.yosys.seq_area_share_pct: 79.3
  synth.avg_cell_area_um2: 22.3
  netlist_instances: 231
  yosys_cell_count: 231
  synthesis.yosys.warnings: 1
  muxShareOfSynthArea_pct: 14.0
  yosys_area_um2: 5150
  top_logic_kind: "multiplexers"
  yosys.area_share.adder_pct: 0
  yosys.area_share.aoi_pct: 2.33
  synth_flop_count: 136
  synthSimpleGateAreaFrac_pct: 3.11
hold_path:
  holdPathEnd: "data_out[5]$_DFFE_PN_"
  hold_wc_startpoint: "ram_block[14][5]$_DFFE_PP_"
  worst_hold_path.num_cells: 3
  worst_hold_path_type: "reg2reg"
clock_network:
  clk-insertion-delay-late_ns: 0.41
  worst_setup_hold_path_clk_slew_ns: 0.05
  cts_tree: "built"
  cts-htree-levels: 4
  post_cts_resize_count: 0
  cts_hold_repair.buffers: 0
  cts_buffers: 17
  cts.path.max_buffers: 2
  clk_root_buf: "sky130_fd_sc_hd__clkbuf_16"
  postCtsSetupRepairBufs: 0
  clock_sinks: 136
placed_design:
  io_buffer_count: 21
  dp_cells: 479
  place.detailed.hpwl_mm: 6.61
  gp_weighted_congestion: 0.822
  postPlaceCellArea_um2: 5700
global_route:
  first_global_vias: 2722
  global_route.overflow_total: 0
  grt_antenna_before_repair: 0
  grt_first_pass_wirelength_mm: 16.2
  grt_start_max_net_pins: 30
  grt_util_all_layers_pct: 13.6
final_layout:
  finish.instance_area_um2: 6340
  final-instance-count-excl-fill: 510
  area.growth.synth_to_final_pct: 23.1
  dominant_logic_cell_type_in_the_layout: "sky130_fd_sc_hd__edfxtp_1"
  final_layout_size_suffix_gt1_share_pct: 26.2
  most-common-layout-cells: "sky130_fd_sc_hd__edfxtp_1, sky130_fd_sc_hd__mux4_2, sky130_fd_sc_hd__clkdlybuf4s50_1"
setup_path:
  worst_setup_path_startpoint: "write_enable"
  critical_path.max_fanout: 9
  cpPeakStageDelay_ns: 0.56
  crit_type: "in2reg"
  critPathLaunchType: "input pin"
  timing.critical_path.buf_inv: 3
  worstReg2RegStart: "ram_block[3][7]$_DFFE_PP_"
  worst-r2r-setup-slack_ns: 1.99
  cp_top_family: "buffers and inverters"
  timing.critical_path.arrival_ns: 2.46
  timing.critical_path.to_type: "flip-flop"
  r2r.worst_path.cells: 3
  worstReg2RegEnd: "data_out[7]$_DFFE_PN_"
  crit_slowest_cell: "sky130_fd_sc_hd__clkdlybuf4s50_1"
  critical_path.cell_chain: "clkdlybuf4s50_1 -> inv_1 -> or3_1 -> nor2_1 -> buf_4"
  worstPathRequired_ns: 3.72
detailed_routing:
  drc: 0
  detailedRoute.firstIterationViolations: 359
  drt_first_pass_iters: 4
  totalWireLength_mm: 10.6
  dr_total_vias: 2495
  antenna_violating_nets_post_route: 0
  routed_len_inst_um: 20.7
  diodes: 0
  post_drt_via_cell_ratio: 4.89
floorplan:
  initial_utilization_pct: 30.9
  rows: 47
  ioPinCount: 22
  die_height_um: 133
  design.die.area_um2: 17700
  core-area_um2: 16600
  die.size.x_um: 133
timing:
  slew_violations: 0
  timing_hold_violations_final: 0
  timing.fmax_mhz: 427
  tightest_slew_ns: 0.757
  max_slew_margin_pct: 49.4
  setup_viol: 0
  setup-tns-final_ns: 0
  timing.clock.skew_ns: 0.00364
  grt_setup_unrepaired: "no"
  period_minus_slack_ns: 2.34
  final_min_period_over_clock_period_pct: 65.1
job:
  warnings: 25
  cap_viol_max_count: 0
outcome:
  status: "complete, no violations"
area by class of cell:
class	count	area, µm²
Tap cell	220	275
Clock buffer	21	440
Fill cell	1462	10300
Timing Repair Buffer	39	335
Clock inverter	10	200
Multi-Input combinational cell	83	1000
Inverter	1	3.75
Sequential cell	136	4080
logic make-up after synthesis:
| group | Yosys count |
|---|---|
| AND-OR/OR-AND | 16 |
| flip-flops | 136 |
| multiplexers | 32 |
| buffers and inverters | 12 |
| AND/OR/NAND/NOR | 35 |
metrics by stage:
step                hold WS, ns  utilization, %  setup WS (ns)
floorplan                 0.710               -           1.39
CTS                       0.774            38.1           1.27
detailed placement        0.749            34.2          0.838
finish                    0.775            38.1           1.26
global route              0.786            38.1           1.19
global placement          0.734            34.2          0.870
where the power goes:
| part | switching, µW | leakage [µW] | internal (µW) |
|---|---|---|---|
| logic | 94.5 | 0.000490 | 78.8 |
| clock network | 602 | 0.000308 | 1290 |
| registers | 11.5 | 0.00124 | 1790 |
| total | 708 | 0.00203 | 3150 |
registers in the layout (all words and copies together) (netlist names):
name	cells
ram_block	128
data_out	8
worst reg2reg max path, delay by kind of cell, from the launching register on:
family	cells	cell delay (ns)
DFF	1	0.39
and+or+nand+nor	1	0.15
muxes	1	0.48
AOI/OAI and AO/OA	1	0.31
how the worst max path moves through the flow:
stage                                       end  slack (ns)  depth (start not counted)
after global routing  ram_block[1][4]$_DFFE_PP_        1.19                          5
final                 ram_block[1][0]$_DFFE_PP_        1.26                          5
after CTS             ram_block[3][7]$_DFFE_PP_        1.27                          5
synth_stat cells:
cell type / number / area share (%)
sky130_fd_sc_hd__nand3_1: 1 / 0.097
sky130_fd_sc_hd__mux4_2: 32 / 14
sky130_fd_sc_hd__nand2_1: 9 / 0.66
sky130_fd_sc_hd__clkbuf_2: 1 / 0.097
sky130_fd_sc_hd__buf_6: 2 / 0.44
sky130_fd_sc_hd__clkbuf_1: 2 / 0.15
sky130_fd_sc_hd__buf_2: 2 / 0.19
sky130_fd_sc_hd__nor2b_1: 2 / 0.24
sky130_fd_sc_hd__nor3_1: 4 / 0.39
sky130_fd_sc_hd__buf_1: 4 / 0.29
sky130_fd_sc_hd__edfxtp_1: 136 / 79
sky130_fd_sc_hd__nand3b_1: 2 / 0.29
sky130_fd_sc_hd__and2_1: 1 / 0.12
sky130_fd_sc_hd__or3_1: 1 / 0.12
sky130_fd_sc_hd__a22oi_1: 16 / 2.3
sky130_fd_sc_hd__nor2_1: 13 / 0.95
sky130_fd_sc_hd__inv_1: 1 / 0.073
sky130_fd_sc_hd__nand2b_1: 2 / 0.24
layer usage:
metal  up-vias  wire length [µm]  part of all wire (%)  GRT usage [%]
li1       1069                 -                     -              -
met1      1303              4300                    41           18.9
met2       109              5060                    48           20.6
met3        14              1060                    10           7.58
met4         0               154                   1.5           1.66
met5         -                 0                     0              0
Power figures rest on the tool's default switching activity, not on a simulated workload.

==> flow/design.v <==
module FA(sum,carry,a,b,cin);
output sum, carry;
input a, b, cin;
assign sum = a ^ b ^ cin;
assign carry = (a & b) | (b & cin)  | (cin & a) ;
endmodule
module alu(bus, reb, acc, eu, su);
output [7:0] bus;
input [7:0] reb, acc;
input eu, su;
wire [7:0] y,s,c;
assign y[0] = su ^ reb[0];
assign y[1] = su ^ reb[1];
assign y[2] = su ^ reb[2];
assign y[3] = su ^ reb[3];
assign y[4] = su ^ reb[4];
assign y[5] = su ^ reb[5];
assign y[6] = su ^ reb[6];
assign y[7] = su ^ reb[7];
FA fa1(s[0],c[0],y[0],acc[0],su);
FA fa2(s[1],c[1],y[1],acc[1],c[0]);
FA fa3(s[2],c[2],y[2],acc[2],c[1]);
FA fa4(s[3],c[3],y[3],acc[3],c[2]);
FA fa5(s[4],c[4],y[4],acc[4],c[3]);
FA fa6(s[5],c[5],y[5],acc[5],c[4]);
FA fa7(s[6],c[6],y[6],acc[6],c[5]);
FA fa8(s[7],c[7],y[7],acc[7],c[6]);
assign bus = eu ? s : 8'bzzzzzzzz;
endmodule
==> flow/run.sh <==
#!/bin/bash
# OpenROAD 26Q1-2900-gdf79404cd8, Yosys 0.63+post, stock flow scripts
make -C /OpenROAD-flow-scripts/flow DESIGN_CONFIG=/design/flow/config.mk WORK_HOME=/design/flow/orfs finish
==> flow/config.mk <==
export PLATFORM = sky130hd
export DESIGN_NAME = alu
export DESIGN_NICKNAME = alu
export VERILOG_FILES = /design/flow/design.v
export SDC_FILE = /design/flow/constraint.sdc
export NUM_CORES = 4
export LEC_CHECK = 1
export CORE_AREA = 10 10 70 70
export DIE_AREA = 0 0 80 80
==> flow/constraint.sdc <==
current_design alu

set clk_period 2.8
set clk_io_pct 0.2

create_clock -name clk0 -period $clk_period

set non_clock_inputs [all_inputs -no_clocks]
set_input_delay [expr $clk_period * $clk_io_pct] -clock clk0 $non_clock_inputs
set_output_delay [expr $clk_period * $clk_io_pct] -clock clk0 [all_outputs]
==> run_results.csv <==
group,metric,value,unit
floorplan,fp.dieH,80,um
outcome,violations,"setup timing",
floorplan,placeableCoreArea,3420,um^2
sta,maxSlewViolCount,0,
floorplan,chipWidth,80,um
sta,layout_setup_ws,-0.976,ns
power,lkg_pwr,0.000290,uW
power,ir_worst_vdd,62.2,uV
floorplan,ios,26,
placement,routabilityCongestion,0.762,
placement,dp_hpwl,780,um
final_layout,flops,0,
floorplan,chipArea,6400,um^2
sta,setup_repair_after_global_routing_missed_its_margin,"yes",
placement,placed_cells_incl_taps,103,
routing,drt-pass1-iter-count,1,
sta,max_freq,265,MHz
sta,final-setup-viol-count,4,
routing,ant_nets,0,
yosys,ys_cells,37,
final_layout,num-clock-buffers,0,
power,finalPower,136,uW
yosys,top_cells_by_area,"sky130_fd_sc_hd__fa_1, sky130_fd_sc_hd__xnor2_1, sky130_fd_sc_hd__buf_4, sky130_fd_sc_hd__inv_1, sky130_fd_sc_hd__xor2_1",
yosys,synth_area,339,um^2
yosys,netlist_instances,37,
min_path,timing.hold.worst.class,"primary input to output port",
final_layout,fillers,380,
yosys,netlist.top_cell.by_instances,"sky130_fd_sc_hd__inv_1",
routing,drt_iter0_markers,0,
critical_path,crit_path_start_kind,"primary input",
grt,overflow,0,
critical_path,criticalPathCategory,"primary input to output port",
routing,wl,819,um
yosys,yosysUniqueCellTypes,8,
sta,finalSetupTns,-2.53,ns
yosys,tally_of_yosys_warning_messages,1,
critical_path,crit_path_end_kind,"output port",
floorplan,core_util_floorplan,0.0993,
yosys,yosys-top-cells-count,"sky130_fd_sc_hd__inv_1, sky130_fd_sc_hd__buf_4, sky130_fd_sc_hd__xnor2_1",
grt,first_global_vias,289,
placement,input_output_buffers,25,
grt,antenna_found_initial,0,
critical_path,worst-path-max-fanout,1,
job,tool_warnings,36,
final_layout,final_core_utilization,0.189,
routing,detail_route.wl_per_cell,7.88,um
yosys,chip_area_in_the_yosys_report,339,um^2
routing,antenna_diode_count,0,
final_layout,share_of_final_layout_standard_cells_stronger_than_drive_strength_1,0.517,
sta,hold_viol_final,0,
min_path,hold_path_depth,6,
yosys,post-synth-top-area-fraction,0.354,
critical_path,arrival,3.22,ns
critical_path,critical_path_required,2.24,ns
job,max_cap_violations,0,
final_layout,comb_area,279,um^2
final_layout,post_layout_nonfiller_instances,104,
grt,gr-usage-all-layers,0.0237,
yosys,synth.avg_cell_area,9.16,um^2
sta,finalWorstPathRequiredPeriod,3.78,ns
routing,vias_per_cell,2.62,
outcome,status,"complete, but fails checks",
yosys,synth_area_leader_cell,"sky130_fd_sc_hd__fa_1",
yosys,ys_seq_frac,0,
routing,num_vias,272,
placement,dpl_worst_slack,-1.93,ns
grt,largest_net_degree_at_the_start_of_global_routing,5,
sta,max_slew.worst_pin.slew,0.209,ns
final_layout,areaGrowthSynthToFinish,90.4,%
sta,finalCritPeriodShare,1.35,
final_layout,seq_area,0,um^2
power,powerDensity,210,nW/um^2
floorplan,placement_rows,21,
routing,detail_route.drc_violations,0,
sta,slew-limit-headroom,0.860,
grt,grt_pass1_wl,1260,um
## path summary, 6_finish.rpt
check,start,slack (ns),to
max,reb[1],-0.98,bus[7]
min,su,1.73,bus[7]
## kinds of logic after synthesis
kind of cell,synth area share
buffers and inverters,0.332
adder cells (fa/ha/maj),0.354
XOR/XNOR,0.280
multiplexers,0.0332
## layout by cell type (no fill, tap or decap), drive strengths merged
cell,count
clkdlybuf4s50,12
dlymetal6s2s,1
inv,11
mux2,1
fa,6
xor2,2
buf,14
xnor2,8
dlygate4sd2,3
## area by class of cell
class / instances / area share
tap: 46 / 0.0891
timing repair buffer: 30 / 0.415
inverter: 11 / 0.0640
multi-input combinational: 17 / 0.432
## routing by layer
metal	track usage	up-vias	wire, um
li1	-	135	-
met1	0.0297	118	364
met2	0.0417	19	354
met3	0.00682	0	101
met4	0	0	0
met5	0	-	0
## metrics by stage
stage | instance area [um^2] | hold WS, ns
finish | 646 | 1.73
global route | 646 | 1.75
CTS | 622 | 1.74
detailed placement | 636 | 2.16
global placement | 636 | 2.16
floorplan | 378 | 1.27
## timing repair
action / in CTS / in global routing
endpoints found under the setup margin: 7 / 4
hold buffers: 0 / 0
pin swaps: 9 / 9
resized: 41 / 9
buffers inserted: 1 / 0
## critical path, stage by stage
cell and delay [ns]:
sky130_fd_sc_hd__buf_8 0.10, sky130_fd_sc_hd__xor2_4 0.16, sky130_fd_sc_hd__fa_2 0.21, sky130_fd_sc_hd__inv_2 0.04, sky130_fd_sc_hd__fa_2 0.33, sky130_fd_sc_hd__fa_2 0.35, sky130_fd_sc_hd__fa_2 0.35, sky130_fd_sc_hd__fa_2 0.35
sky130_fd_sc_hd__fa_2 0.36, sky130_fd_sc_hd__xnor2_2 0.17, sky130_fd_sc_hd__xnor2_1 0.13, sky130_fd_sc_hd__buf_2 0.11
## power breakdown
group	switching (uW)	leakage, uW	internal (uW)	total [uW]
Sequential	0	0	0	0
Combinational	46.8	0.000290	89.0	136
Clock	0	0	0	0
Total	46.8	0.000290	89.0	136
Power is estimated from default activity; no workload was simulated.

$ cat ./design.v
module acc(bus,s,i,la,ea,clk,clr);
output [7:0] bus,s;
input [7:0] i;
input la, ea, clk, clr;
wire [7:0] y;
wire [7:0] d;
assign y = la ? 8'bzzzzzzzz : i;
d_ff d1(d[0], y[0], clk, clr);
d_ff d2(d[1], y[1], clk, clr);
d_ff d3(d[2], y[2], clk, clr);
d_ff d4(d[3], y[3], clk, clr);
d_ff d5(d[4], y[4], clk, clr);
d_ff d6(d[5], y[5], clk, clr);
d_ff d7(d[6], y[6], clk, clr);
d_ff d8(d[7], y[7], clk, clr);
assign s = d;
assign bus = ea ? d : 8'bzzzzzzzz;
endmodule
`timescale 1ns / 1ps
module d_ff(q, d, clk, clr);
input d, clk, clr;
output reg q;
always @(posedge clk) begin 
	if (clr)
		q <= 0;
	else 
		q <= d;
end 
endmodule
$ cat ./run.sh
#!/bin/bash
# OpenROAD 26Q1-2900-gdf79404cd8, Yosys 0.63+post, stock flow scripts
make -C /OpenROAD-flow-scripts/flow DESIGN_CONFIG=/design/flow/config.mk WORK_HOME=/design/flow/orfs finish
$ cat ./config.mk
export PLATFORM = sky130hd
export DESIGN_NAME = acc
export DESIGN_NICKNAME = acc
export VERILOG_FILES = /design/flow/design.v
export SDC_FILE = /design/flow/constraint.sdc
export NUM_CORES = 4
export LEC_CHECK = 1
export CORE_AREA = 10 10 70 70
export DIE_AREA = 0 0 80 80
$ cat ./constraint.sdc
current_design acc

set clk_period 1.0
set clk_io_pct 0.2

create_clock -name clk0 -period $clk_period [get_ports {clk}]

set non_clock_inputs [all_inputs -no_clocks]
set_input_delay [expr $clk_period * $clk_io_pct] -clock clk0 $non_clock_inputs
set_output_delay [expr $clk_period * $clk_io_pct] -clock clk0 [all_outputs]
==> impl_metrics.tcl <==
# implementation run metrics
set metrics [dict create \
    run_status "finished clean" \
    final_core_util_pct 16.1 \
    placedCellCount 87 \
    critical_path_peak_fanout 2 \
    cts_inserted_buffers 3 \
    power.total_mw 0.672 \
    routed_via_density 2.42 \
    setup_viol 0 \
    post-cts-setup-buffers 0 \
    hold_path.startpoint "i[0]" \
    num_io_pins 28 \
    worst_path_largest_cell_delay_ns 0.32 \
    cp_cell_sequence "clkdlybuf4s15_1" \
    timing.critical_path.buf_inv 1 \
    globalRouteOverflowTotal 0 \
    worst_setup_start_kind "flip-flop" \
    setup_total_negative_slack_ns 0 \
    timing.critical_path.max_delay_family "flip-flops" \
    insertedDiodeCount 0 \
    globalplace.congestion 0.609 \
    synthesis.yosys.warnings 3 \
    cellPowerDensity_nw_per_um2 1220 \
    warning_count 28 \
    clockRootBuffer "sky130_fd_sc_hd__clkbuf_4" \
    timing.slew.headroom_pct 80.0 \
    wirelength_um 763 \
    rows 21 \
    worst_max_slew_pin_slew_ns 0.299 \
    layout.filler_cells 390 \
    post_synth_instance_area_um2 330 \
    min_path_cells 2 \
    worstPathRequired_ns 0.80 \
    synthesis.area_per_instance_um2 10.3 \
    num_vias 218 \
    placeableCoreArea_um2 3420 \
    drive_above_1_share_pct 25.0 \
    clkSlewWorstSetupHoldPaths_ns 0.05 \
    dominantRegCellSynth "sky130_fd_sc_hd__dfxtp_1" \
    arrival_ns 0.74 \
    final_report_max_slew_violation_count 0 \
    number_of_distinct_library_cell_variants_in_the_gate_level_netlist_after_synthesis 3 \
    drt_first_iter_violations 0 \
    first_pass_iteration_count_of_the_detailed_router 1 \
    part_of_the_yosys_area_used_for_sequential_elements_pct 48.5 \
    timing.max_cap.violations 0 \
    class_of_the_most_critical_hold_timing_path "in -> reg" \
    period_utilization_post_route_pct 93.7 \
    global_route_wire_length_before_repair_um 1110 \
    setup_repair_after_global_routing_missed_its_margin "no" \
    design.die.area_um2 6400 \
    initCoreUtil_pct 9.67 \
    ys_top_cells_by_area "sky130_fd_sc_hd__dfxtp_1 (48%), sky130_fd_sc_hd__buf_4 (36%), sky130_fd_sc_hd__nor2b_1 (15%)" \
    fp.dieH_um 80 \
    ctsLongestPathBuffers 2 \
    die-width_um 80 \
    ys_chip_area_um2 330 \
    tritoncts "built" \
    power_leakage_nw 0.208 \
    synth.yosys.num_cells 32 \
    h-tree-depth 1 \
    synth_top_cell_by_count "sky130_fd_sc_hd__buf_4" \
    drt.antenna.violating_nets 0 \
    antenna_found_initial 0 \
    drcViolationCount 0 \
    instances_no_fill 90 \
    achievable-frequency_mhz 1070 \
    syn_to_final_growth_pct 66.7 \
    top_cells_by_count "sky130_fd_sc_hd__buf_4 (16), sky130_fd_sc_hd__dfxtp_1 (8), sky130_fd_sc_hd__nor2b_1 (8)" \
    total_routing_usage_reported_by_global_routing_pct 2.18 \
    netlist.top_cell.by_area "sky130_fd_sc_hd__dfxtp_1" \
    async_flop_share_pct 0 \
    grt_pass1_vias 219 \
    worstSetupEndpointType "output port" \
    cpMaxStageDelayCell "sky130_fd_sc_hd__dfxtp_2" \
    netlist_instances 32 \
    synth_top_area_share_pct 48.5 \
    power.ir.vdd_worst_mv 0.231 \
    io_buffer_count 25 \
    grt_max_degree 9 \
    report.final.hold_viol_count 0 \
    final_period_demand_of_the_worst_path_ns 0.937 \
    route.detailed.wl_per_inst_um 8.48 \
    clock_sinks 8 \
    synth-seq-cells 8 \
    hold_ws_ns 0.499 \
    hold_end "d1.q$_SDFF_PP0_" \
    worstSetupPathType "reg -> out" \
    count_of_flip_flops_with_a_built_in_enable_after_synthesis 0 \
]
report_power, final:
part	internal [mW]	leakage (nW)	switching [mW]
clock	0.136	0.0138	0.0963
sequential	0.340	0.0688	0.00807
combinational	0.0759	0.126	0.0154
total	0.553	0.208	0.120
stage by stage:
| stage | area (um^2) | worst slack (ns) |
|---|---|---|
| 2_1_floorplan | 330 | 0.406 |
| 3_3_place_gp | 518 | -0.0523 |
| 3_5_place_dp | 518 | -0.0684 |
| 4_1_cts | 547 | -0.000291 |
| 5_1_grt | 551 | 0.00558 |
| 6_report | 551 | 0.0634 |
placed cells by master (no fill, tap or decap):
cell type / count
sky130_fd_sc_hd__clkdlybuf4s15_1: 16
sky130_fd_sc_hd__clkbuf_4: 3
sky130_fd_sc_hd__clkdlybuf4s50_1: 9
sky130_fd_sc_hd__nor2b_1: 8
sky130_fd_sc_hd__dfxtp_2: 8
logic make-up (layout without fill, tap and decap cells):
kind of cell / after synthesis / after routing / share of synthesized area (%)
buffers and inverters: 16 / 28 / 36.4
DFF: 8 / 8 / 48.5
and+or+nand+nor: 8 / 8 / 15.2
repair_timing:
action,4_1_cts,5_1_grt
hold buffers,0,0
pin swaps,0,0
endpoints found under the setup margin,16,3
gates cloned,0,0
gates resized,37,3
routing by layer:
metal	track usage, %	wire, um	up-vias
met3	0.568	52	4
li1	-	-	106
met4	1.41	42	0
met1	1.68	169	100
met5	0	0	-
met2	4.49	498	8
layout make-up:
cell class / instances / area [um^2] / area share [%]
Tap cell: 46 / 57.6 / 10.5
Clock buffer: 3 / 22.5 / 4.09
Timing Repair Buffer: 25 / 250 / 45.5
Multi-Input combinational cell: 8 / 50.0 / 9.09
Sequential cell: 8 / 170 / 30.9
how the worst max path moves through the flow:
stage         cells after the start            start  slack (ns)     end
CTS                               1  d8.q$_SDFF_PP0_     -0.0003    s[7]
global route                      1  d4.q$_SDFF_PP0_       0.006    s[3]
finish                            1  d1.q$_SDFF_PP0_        0.06  bus[0]
sequential cells by signal (all words and copies together), names as in the netlist:
| register | flops |
|---|---|
| d1.q | 1 |
| d2.q | 1 |
| d3.q | 1 |
| d4.q | 1 |
| d5.q | 1 |
| d6.q | 1 |
| d7.q | 1 |
| d8.q | 1 |
Power figures rest on the tool's default switching activity, not on a simulated workload.
